**flow/run.sh**
```bash
#!/bin/bash
# OpenROAD 26Q1-2900-gdf79404cd8, Yosys 0.63+post, stock flow scripts
make -C /OpenROAD-flow-scripts/flow DESIGN_CONFIG=/design/flow/config.mk WORK_HOME=/design/flow/orfs finish
```
**flow/config.mk**
```make
export PLATFORM = sky130hd
export DESIGN_NAME = up_dwn_cnt4
export DESIGN_NICKNAME = up_dwn_cnt4
export VERILOG_FILES = /design/flow/design.v
export SDC_FILE = /design/flow/constraint.sdc
export NUM_CORES = 4
export LEC_CHECK = 1
export CORE_AREA = 10 10 70 70
export DIE_AREA = 0 0 80 80
```
**flow/constraint.sdc**
```tcl
current_design up_dwn_cnt4

set clk_period 1.8
set clk_io_pct 0.2

create_clock -name clk0 -period $clk_period [get_ports {clk}]

set non_clock_inputs [all_inputs -no_clocks]
set_input_delay [expr $clk_period * $clk_io_pct] -clock clk0 $non_clock_inputs
set_output_delay [expr $clk_period * $clk_io_pct] -clock clk0 [all_outputs]
```
**flow/design.v**
```verilog
module up_dwn_cnt4 (
	input clk,     
	input rst_n,   
	input en,	   
	input dwn,	   
	output reg[3:0] cnt
);
	always_ff @(posedge clk or negedge rst_n) begin
		if(~rst_n) begin
			cnt <= 0;
		end else if(en) begin 	 
			cnt <= (~dwn) ? cnt + 1 : cnt - 1;	 
		end
	end
endmodule : up_dwn_cnt4
```
==> results.txt <==
impl run done, here's what came out: Worst setup SP type=primary input, largest registers=cnt (4), iteration tally of the first detailed-router pass=4, Clock Pin Slew Worst Setup and Hold Paths=roughly 40 ps, Power per Cell Area=about 1400 nW/um2, routed via count=between 200 and 300, Setup CP Type=primary input to flip-flop, MUX area fraction=0.101, Post-CTS Setup Inserts=0, total grt overflow=0, final wirelength=720 um, Die X=80 um, CTS Sinks=4, floorplan core density=0.0908, RR Startpoint=cnt[2], initial antenna violation count=0, # fillers=around 400, Mapped Cells=29, Pleak=0.191 nW, Final Setup Violations=0, Antenna diodes=0, max reg flops=4, PnR worst setup slack=about 100 ps, crit path DAT=1860 ps, CTS root buf=clkbuf_4, yosys xor share=0.0565, # DRC=0, CP startpoint=dwn, antenna viol nets, final=0, clock latency on the worst-skew pair=between 200 and 250 ps, number of buffers added on ports=7, hold-fix buffers at CTS=0, largest net degree at the start of global routing=7, Final Slew Violations=0, Rows=21, outcome=finished, final reports clean, crit path time final=between 1500 and 2000 ps, peak supply drop=between 0.5 and 0.6 mV, Cell area leaders=dfrtp_1, ha_1, nand3b_1, fa_1, mux2i_1, RePlAce Congestion=about 0.76, fa+ha+maj area frac=0.145, Simple Share, Synth=0.153, area share, top type=0.323, CTS tree=built, share of cells above drive strength 1=0.200, WL/cell=between 8 and 9 um, pre-CTS WS=-131 ps, H-tree levels=1, crit-path max cell delay=470 ps, GRT Util Overall=0.0248, Yosys Instances=29, Tcrit/Tclk final=0.944, Worst Path Required=~2000 ps, Hold Violations, Final=0, metal3 WL=approximately 94 um, OpenROAD warnings=25, Seq cells post-synth=4, vias per cell=2.91, IO Pins=8, vias in the first global route=about 240, Met2 Wirelength=228 um, CTS Buf Count=3, MaxCap Viol Count=0, slowest CP cell=clkdlybuf4s50_1, Tightest Pin Transition=approximately 320 ps, Distinct cells, synth=19, Max Used Layer=met3, highest fanout seen on the critical path=5, global-route wire length before repair=1.21 mm, syn_area_per_cell=between 10 and 15 um2, sequential-to-total area share from yosys stat=0.323, RSZ-0062 raised after global routing=no, Max clock buf depth=2, post-DP HPWL=585 um, Fin Hold WS=about 330 ps, Rel. slew slack=0.784, main logic family after synthesis=simple AND/OR/NAND/NOR gates, Cell Area, Synth=310 um2, Starting DRT DRC Count=4, Yosys warning count=1, crit path cell chain=clkdlybuf4s50_1, ha_1, nand3_1, a2111o_1, o211ai_2, Hold Crit Class=primary input to asynchronous set/reset pin, Top reg by flops=cnt, metal1 wirelength=just under 400 um, cell taking the most area after synthesis=dfrtp_1, die area=~6400 um2, post-CTS sizing=0, synth-to-layout area growth=50.8%, area figure in the yosys stat output=310 um2, die y size=~80 um, Final Skew=0.394 ps, core box area=3420 um2, FMAX=a little under 0.6 GHz, yosys aoi share=0.149, Worst Setup End Kind=flip-flop
[cell usage in the layout, fill, tap and decap left out]
| master | Yosys | layout |
|---|---|---|
| and2b_1 | 1 | 1 |
| o211ai_2 | 1 | 1 |
| o311ai_1 | 1 | 1 |
| mux2_2 | 1 | 1 |
| nand4_1 | 1 | 1 |
| nand3_1 | 1 | 1 |
| nand3b_1 | 3 | 3 |
| a21oi_1 | 1 | 1 |
| fa_1 | 1 | 1 |
| inv_1 | 4 | 4 |
| xor2_1 | 1 | 1 |
| nand2b_1 | 1 | 1 |
| mux2i_1 | 2 | 2 |
| clkdlybuf4s50_1 | 0 | 7 |
| a2111o_1 | 1 | 1 |
| buf_4 | 1 | 2 |
| dfrtp_1 | 4 | 4 |
| a21oi_2 | 1 | 1 |
| ha_1 | 2 | 2 |
| xnor2_1 | 1 | 1 |
| clkbuf_4 | 0 | 3 |
[routing by layer]
| layer | vias up | GRT usage |
|---|---|---|
| li1 | 129 | - |
| met1 | 108 | 0.0382 |
| met2 | 13 | 0.0241 |
| met3 | 0 | 0.0193 |
| met4 | 0 | 0.00528 |
| met5 | - | 0 |
[final cells by class]
class / count / area [um2] / area share
multi-input cells: 20 / 188 / 0.401
flip-flops and latches: 4 / 100 / 0.214
repair buffers: 9 / 85.1 / 0.182
well taps: 46 / 57.6 / 0.123
clock buffers: 3 / 22.5 / 0.0481
inverters: 4 / 15.0 / 0.0321
[metrics by stage]
| stage | power [mW] | setup TNS [ps] | instance area [um2] | util | std cells |
|---|---|---|---|---|---|
| global placement | 0.537 | -201 | 445 | 0.130 | 83 |
| CTS | 0.668 | 0 | 468 | 0.137 | 86 |
| finish | 0.652 | 0 | 468 | 0.137 | 86 |
| global route | 0.735 | 0 | 468 | 0.137 | 86 |
| detailed placement | 0.541 | -254 | 445 | 0.130 | 83 |
| floorplan | 0.384 | 0 | 310 | - | 29 |
[kinds of logic after synthesis]
| logic type | after synthesis |
|---|---|
| AOI/OAI and AO/OA | 5 |
| and+or+nand+nor | 7 |
| xor gates and xnor gates | 2 |
| muxes | 3 |
| adders and majority gates | 3 |
| buffers and inverters | 5 |
| DFF | 4 |
[report_power, final]
part,internal (mW),switching (mW)
combinational,0.212,0.141
sequential,0.138,0.0482
clock,0.0746,0.0374
total,0.425,0.226
[path summary, 6_finish.rpt]
kind | to | slack, ps | cells past startpoint
worst max-delay path | cnt[3] | 100 | 5
worst min-delay path | cnt[0] | 330 | 1
worst max register to register | cnt[3] | 320 | 4
worst min register to register | cnt[0] | 560 | 1
max in group asynchronous | cnt[1] | 1310 | 1
min in group clk0 | cnt[0] | 560 | 1
[critical path, delay by kind of cell]
kind | cells | cell delay [ps]
compound gates | 2 | 460
fa+ha+maj | 1 | 420
buf+inv | 1 | 470
simple gates | 1 | 140
[cells in the mapped netlist]
cell,number
fa_1,1
buf_4,1
nand3b_1,3
xnor2_1,1
a2111o_1,1
mux2_2,1
nand3_1,1
dfrtp_1,4
nand2b_1,1
xor2_1,1
ha_1,2
mux2i_1,2
inv_1,4
a21oi_2,1
o311ai_1,1
o211ai_2,1
and2b_1,1
nand4_1,1
a21oi_1,1
Power figures rest on the tool's default switching activity, not on a simulated workload.
